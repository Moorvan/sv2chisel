==> flow/design.v <==
module Counter(
  input        clock,
  input        reset,
  output [7:0] io_out
);
  reg [7:0] reg_;  
  wire [7:0] _reg_T_1 = reg_ + 8'h1;  
  assign io_out = reg_;  
  always @(posedge clock) begin
    if (reset) begin  
      reg_ <= 8'h0;  
    end else if (reg_ == 8'ha) begin  
      reg_ <= 8'h0;  
    end else begin
      reg_ <= _reg_T_1;  
    end
  end
endmodule
module Counter2(
  input        clock,
  input        reset,
  output [7:0] io_out
);
  reg [7:0] reg_;  
  wire [7:0] _reg_T_1 = reg_ + 8'h1;  
  assign io_out = reg_;  
  always @(posedge clock) begin
    if (reset) begin  
      reg_ <= 8'h0;  
    end else if (reg_ == 8'ha) begin  
      reg_ <= 8'h0;  
    end else begin
      reg_ <= _reg_T_1;  
    end
  end
endmodule
==> flow/run.sh <==
#!/bin/bash
# OpenROAD 26Q1-2900-gdf79404cd8, Yosys 0.63+post, stock flow scripts
make -C /OpenROAD-flow-scripts/flow DESIGN_CONFIG=/design/flow/config.mk WORK_HOME=/design/flow/orfs finish
==> flow/config.mk <==
export PLATFORM = sky130hd
export DESIGN_NAME = Counter2
export DESIGN_NICKNAME = Counter2
export VERILOG_FILES = /design/flow/design.v
export SDC_FILE = /design/flow/constraint.sdc
export NUM_CORES = 4
export LEC_CHECK = 1
export CORE_AREA = 10 10 70 70
export DIE_AREA = 0 0 80 80
==> flow/constraint.sdc <==
current_design Counter2

set clk_period 1.7
set clk_io_pct 0.2

create_clock -name clk0 -period $clk_period [get_ports {clock}]

set non_clock_inputs [all_inputs -no_clocks]
set_input_delay [expr $clk_period * $clk_io_pct] -clock clk0 $non_clock_inputs
set_output_delay [expr $clk_period * $clk_io_pct] -clock clk0 [all_outputs]
==> out/results.ini <==
[floorplan]
dieHeight_um=80
die_x_um=80
die_area_um2=6400
fp_util_pct=10.0
rows=21
io_pins=10
core_area_um2=3420

[sta]
fmax_mhz=637
max_slew_margin_pct=80.7
hold_violations=0
setup_viol=0
finClkSkew_ps=0.450
slew_violations=0
period_used_pct=92.4
worstMarginPinSlew_ps=290
grt_setup_unrepaired=false
finalCriticalPeriod_ps=1570
tns_ps=0
setup_slack_ps=130

[layout]
syn2layout_area_growth_pct=49.8
mostFrequentLayoutCell=clkdlybuf4s50_1
layout-drive-gt1-share_pct=8.00
largest_reg_flops=8
largest-register=reg_
lay_top_cells=clkdlybuf4s50_1 (9), dfxtp_1 (8), nor2_1 (6)
reg_top3=reg_ x8

[critical_path]
critPathMaxStageDelay_ps=520
cp_max_fo=6
cp.arrival_ps=1230
path_cells=clkdlybuf4s50_1
cp-end-kind=primary output
worstSetupPathType=reg2out
worstRegToRegCells=4
worstPathRequired_ps=1360
r2r_slack_ps=400
worst_path_max_delay_cell=clkdlybuf4s50_1
crit_buf_inv=1
cp-start-kind=flip-flop
crit_family=buffers and inverters
worst-path-stages=1

[logic_synthesis]
topCellsByArea=dfxtp_1 (47%), ha_1 (7.3%), nor2_1 (6.6%), nand3_1 (5.9%), or3_1 (5.5%)
yosysSeqAreaShare_pct=46.9
syn_avg_cell_area_um2=8.99
synth_top_area_share_pct=46.9
ys_warn_count=1
ys_cells=38
yosysTopAreaCell=dfxtp_1
syn_inst=38
yosys_area_um2=342
synth_area_um2=342
ys_types=14
ys_ff=8

[drt]
routed_wl_um=861
dr.first_iter.drc_count=59
via_count=316
dr.pass1.iters=4
drc=0
wl_per_cell_um=8.97
n_antenna_cell=0
ant_nets=0
viasPerCell=3.29

[placement]
place_ws_ps=392
gp_congestion=0.740
port_buffers=9

[clock_network]
htree_levels=1
cts_tree=done
clock_latency_ps=250
cts.sinks=8
ctsHoldBuffers=0
cts_setup_buffers=0
cts_made_buffers=3
ctsResizeCount=0
clockBufferDepth=2
path_clk_slew_ps=50
cts_root_buf=clkbuf_4

[power]
power.leakage_nw=0.176
ir_worst_vdd_mv=0.140
p_per_area_nw_per_um2=743

[global_routing]
first_global_vias=287
grt_max_degree=9
grt_remaining_overflow=0
grt.total_usage_pct=2.62
grt_pass1_wl_um=1320
antenna_found_initial=0

[min_path]
hold_path_depth=1
hold_class=reg2reg

[run]
drv_cap=0
tool_warnings=26

[status]
status=finished clean

[cell usage after synthesis]
master and number:
xnor2_1 1, or3_1 3, dfxtp_1 8, a41o_1 1, a21oi_1 3, nand3_1 4, o21ai_0 3, ha_1 2
nor3_1 1, nand2_1 1, nand4_2 1, nor2_1 6, xor2_1 2, inv_1 2
[stage by stage]
| step | utilization (%) | total power [W] | hold WS [ps] | cells | cell area, um^2 |
|---|---|---|---|---|---|
| final | 15.0 | 0.000380 | 515 | 96 | 512 |
| after global routing | 15.0 | 0.000404 | 541 | 96 | 512 |
| after CTS | 15.0 | 0.000384 | 513 | 96 | 512 |
| after detailed placement | 14.3 | 0.000239 | 497 | 93 | 489 |
| after global placement | 14.3 | 0.000239 | 495 | 93 | 489 |
| after floorplan | - | 0.000219 | 452 | 38 | 342 |
[logic make-up (layout without fill, tap and decap cells)]
group | count (synthesis) | count (layout) | synth area share, %
XOR/XNOR | 3 | 3 | 7.69
flip-flops | 8 | 8 | 46.9
buffers and inverters | 2 | 14 | 2.20
AND/OR/NAND/NOR | 16 | 16 | 24.2
adder cells (fa/ha/maj) | 2 | 2 | 7.32
AND-OR/OR-AND | 7 | 7 | 11.7
[worst reg2reg max path, cell delays in order, from the launching register on]
cell and delay, ps:
dfxtp_1 440, ha_1 250, inv_1 60, or3_1 340, a21oi_1 140
[worst paths after layout]
kind	start	to
setup / recovery	reg_[3]	io_out[3]
hold / removal	reg_[0]	reg_[0]
setup reg to reg	reg_[0]	reg_[6]
hold reg to reg	reg_[0]	reg_[0]
[layer usage]
metal | routed length (um) | track usage, % | share of wire (%) | vias to the layer above
li1 | - | - | - | 158
met1 | 366 | 3.02 | 43 | 146
met2 | 353 | 3.45 | 41 | 8
met3 | 120 | 2.16 | 14 | 4
met4 | 21 | 1.06 | 2.4 | 0
met5 | 0 | 0 | 0 | -
[layout make-up]
type / instances / area, um^2
clock buffer: 3 / 22.5
timing repair buffer: 9 / 90.1
tap: 46 / 57.6
multi-input combinational: 28 / 174
inverter: 2 / 7.51
sequential: 8 / 160
fill: 381 / 2900
[power by group]
group	switching (W)	total, W	internal [W]
sequential	0.0000111	0.000205	0.000194
combinational	0.0000113	0.0000303	0.0000191
clock	0.0000639	0.000145	0.0000807
total	0.0000862	0.000380	0.000294
Power figures rest on the tool's default switching activity, not on a simulated workload.
