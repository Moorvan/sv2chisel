===== /design/flow/design.v =====
module Memory(
  input        clock,
  input        reset,
  input        io_wrEna,
  input  [7:0] io_wrData,
  input  [9:0] io_wrAddr,
  input  [9:0] io_rdAddr,
  output [7:0] io_rdData
);
  wire  resetCounter_clk;  
  wire  resetCounter_reset;  
  wire [31:0] resetCounter_timeSinceReset;  
  wire  resetCounter_notChaos;  
  reg [7:0] mem [0:1023];  
  wire  mem_io_rdData_MPORT_en;  
  wire [9:0] mem_io_rdData_MPORT_addr;  
  wire [7:0] mem_io_rdData_MPORT_data;  
  wire [7:0] mem_MPORT_data;  
  wire [9:0] mem_MPORT_addr;  
  wire  mem_MPORT_mask;  
  wire  mem_MPORT_en;  
  wire [9:0] addr_cst_out;  
  wire  flag_clk;  
  wire  flag_reset;  
  wire  flag_in;  
  wire  flag_out;  
  reg [7:0] data;  
  wire  flag_value = io_wrAddr == addr_cst_out & io_wrEna;  
  wire  _T_4 = io_rdAddr == addr_cst_out & flag_out;  
  assign mem_io_rdData_MPORT_en = 1'h1;
  assign mem_io_rdData_MPORT_addr = io_rdAddr;
  assign mem_io_rdData_MPORT_data = mem[mem_io_rdData_MPORT_addr];  
  assign mem_MPORT_data = io_wrData;
  assign mem_MPORT_addr = io_wrAddr;
  assign mem_MPORT_mask = 1'h1;
  assign mem_MPORT_en = io_wrEna;
  assign io_rdData = mem_io_rdData_MPORT_data;  
  assign resetCounter_clk = clock;  
  assign resetCounter_reset = reset;  
  assign flag_clk = clock;  
  assign flag_reset = reset;  
  assign flag_in = io_wrAddr == addr_cst_out & io_wrEna;  
  always @(posedge clock) begin
    if (mem_MPORT_en & mem_MPORT_mask) begin
      mem[mem_MPORT_addr] <= mem_MPORT_data;  
    end
    if (flag_value) begin  
      data <= io_wrData;  
    end
  end
endmodule

===== /design/flow/run.sh =====
#!/bin/bash
# OpenROAD 26Q1-2900-gdf79404cd8, Yosys 0.63+post, stock flow scripts
make -C /OpenROAD-flow-scripts/flow DESIGN_CONFIG=/design/flow/config.mk WORK_HOME=/design/flow/orfs finish

===== /design/flow/config.mk =====
export PLATFORM = sky130hd
export DESIGN_NAME = Memory
export DESIGN_NICKNAME = Memory
export VERILOG_FILES = /design/flow/design.v
export SDC_FILE = /design/flow/constraint.sdc
export NUM_CORES = 4
export LEC_CHECK = 1
export CORE_UTILIZATION = 30
export SYNTH_MEMORY_MAX_BITS = 65536

===== /design/flow/constraint.sdc =====
current_design Memory

set clk_period 53.3
set clk_io_pct 0.2

create_clock -name clk0 -period $clk_period [get_ports {clock}]

set non_clock_inputs [all_inputs -no_clocks]
set_input_delay [expr $clk_period * $clk_io_pct] -clock clk0 $non_clock_inputs
set_output_delay [expr $clk_period * $clk_io_pct] -clock clk0 [all_outputs]

==> run_results.csv <==
group,metric,value,unit
final_timing,rsz0062_at_grt,"false",
yosys,synth_area_per_cell,21.0,um^2
grt,grt_overflow,0,
clock_network,cts_tree,"built",
routing,met2_length,416,mm
status,outcome,"finished clean",
yosys,yosysTopAreaCell,"edfxtp_1",
critical_path,crit_type,"primary input to output port",
final_timing,period_used_share,56.5,%
routing,wire_per_inst,29.8,um
final_timing,setup_violations,0,
finish,largest_reg_flops,8192,
clock_network,clk_pin_slew_worst_paths,0.06,ns
placement,place.gp.congestion,0.911,
pwr,pwr-share-clk,41.4,%
yosys,synthCells,15200,
yosys,ys_area,319000,um^2
placement,hpwlAfterDp,574,mm
critical_path,slowest_stage,"buf_4",
grt,grt_pass1_wl,1280,mm
clock_network,cts_max_level,6,
pwr,p_int,10.3,mW
worst_hold_path,hp-class,"primary input to flip-flop",
grt,grt_pass1_vias,169000,
pwr,p_sw_share,22.0,%
critical_path,cp_top_family,"buffers and inverters",
placement,io_buffer_count,37,
final_timing,tightest_slew,1.23,ns
finish,drive_gt1_share,22.0,%
pwr,cellLeakagePower,111,nW
routing,top_layer_used,"met5",
critical_path,worstSetupEndpointType,"output port",
critical_path,cp_data_arrival_time,19.47,ns
yosys,edf_count,8192,
routing,ant_nets,0,
placement,placed_cell_area,337000,um^2
floorplan,die_h,1.03,mm
yosys,synth_top_area_share,77.1,%
critical_path,max_stage_delay,0.64,ns
floorplan,pin_count,39,
routing,wirelength,912,mm
pwr,p_switching,2.91,mW
run,cap_violations,0,
routing,met3_wirelength,171,mm
grt,track_usage,18.1,%
critical_path,crit_chain,"buf_16 > buf_4 > buf_4 > buf_4 > buf_4 > buf_4 > buf_4 > buf_4 > buf_4 > mux4_2 > mux4_2 > nor2_1 > a21oi_1 > o2111ai_1 > o2111ai_1 > buf_4 > clkdlybuf4s50_1",
clock_network,clock-sinks,8192,
routing,first_pass_iters,6,
floorplan,fp_util,30.1,%
worst_hold_path,hold_end,"mem[744][7]",
yosys,ys_async_sr_fraction,0,%
pwr,combPwrFrac,5.1,%
yosys,synth_area,319000,um^2
clock_network,cts_resized,0,
floorplan,die-area,1070000,um^2
pwr,cellPowerDensity,36.5,nW/um^2
yosys,ys_cells,15200,
routing,wl_met1,276,mm
final_timing,hold_viol_final,0,
pwr,pwr-share-seq,53.6,%
finish,regMostFlops,"mem",
critical_path,cp.required,42.64,ns
final_timing,fin_crit,30.13,ns
pwr,p_total,13.2,mW
finish,finalInstanceArea,363000,um^2
finish,area_growth,13.8,%
clock_network,cts_hold_buf,0,
critical_path,critical_path_buf_inv_count,11,
final_timing,tns,0,ns
pwr,ir_drop,0.0382,mV
routing,vias,157000,
routing,vias_per_cell,5.12,
grt,antenna_found_initial,72,
floorplan,core,1060000,um^2
yosys,flop_cell,"edfxtp_1",
routing,drt_iter0_drc,11200,
grt,grt_max_degree,129,
clock_network,clockBufferDepth,4,
final_timing,slew_violations,0,
clock_network,cts_setup_buffers,0,
finish,nFillCells,96900,
yosys,ys_seq_share,77.1,%
floorplan,dieWidth,1.03,mm
floorplan,rows,378,
critical_path,startpoint_type,"primary input",
yosys,area_leaders,"edfxtp_1, mux4_2, mux2i_1",
clock_network,cts_root_buf,"clkbuf_16",
worst_hold_path,hold_depth,1,
final_timing,max_slew_margin,17.4,%
final_timing,fmaxAchievable,33.2,MHz
finish,top_regs,"mem (8192)",
routing,drc,0,
yosys,ys_ff,8192,
worst_hold_path,hold_path.startpoint,"io_wrData[7]",
critical_path,crit_fanout,69,
yosys,yosys_warnings,1,
clock_network,cts_buffers,790,
critical_path,crit_path_frequent_cell,"buf_4",
run,warning_count,57,
yosys,synth_cell_type_count,80,
layout make-up:
cell class	count	area, um^2	share of cell area, %
sequential	8192	246000	67.8
multi-input combinational	6017	67400	18.6
clock buffer	958	20400	5.63
tap	14100	17600	4.85
timing repair buffer	756	6090	1.68
clock inverter	507	4970	1.37
antenna	92	230	0.0635
inverter	7	51.3	0.0141
per-stage QoR:
| stage | cells | hold slack [ns] | util [%] | worst slack [ns] |
|---|---|---|---|---|
| 2_1_floorplan | 15200 | 10.76 | - | 29.42 |
| 3_3_place_gp | 29000 | 11.09 | 31.8 | 23.05 |
| 3_5_place_dp | 29000 | 11.10 | 31.8 | 23.09 |
| 4_1_cts | 30500 | 9.87 | 34.2 | 23.08 |
| 5_1_grt | 30500 | 9.93 | 34.2 | 22.49 |
| 6_report | 30600 | 9.91 | 34.2 | 23.17 |
logic make-up (layout without fill, tap and decap cells):
group,after synthesis,count (layout),synth area share (%)
other cells,0,92,0
flops,8192,8192,77.1
mux,2758,2758,15.1
compound gates,1506,1506,3.38
simple gates,1753,1753,2.36
buf+inv,1011,2228,1.98
cell usage in the layout, fill, tap and decap left out, types with 152 or more instances in the layout:
| cell type | count |
|---|---|
| mux4_2 | 1565 |
| clkbuf_16 | 791 |
| nor2_1 | 1119 |
| clkbuf_1 | 167 |
| a21oi_1 | 256 |
| o22ai_1 | 218 |
| a22oi_1 | 246 |
| nand2_1 | 173 |
| clkinv_1 | 222 |
| o221ai_1 | 292 |
| mux2i_1 | 1041 |
| clkinv_2 | 152 |
| buf_4 | 699 |
| edfxtp_1 | 8192 |
synth_stat cells (10+ instances only):
master     count
o22ai_1      218
or3_1         18
a221oi_1      66
nand4_1       31
a221o_1       18
nor3b_1       11
nand2_1      181
buf_4        130
a31oi_1       23
o221ai_1     292
o211ai_1      24
nor3_1       133
mux2_2        90
or4_1         10
edfxtp_1    8192
buf_1        109
nand3b_1      11
mux2i_1     1041
nor2_1      1133
buf_12        20
and3_1        13
clkbuf_1     388
buf_6        159
nand3_1      101
nand2b_1      13
a211oi_1      84
nor2b_1       16
nor4_1        43
a2111oi_0     24
a22o_1        46
a211o_1       28
a21oi_1      256
a22oi_1      246
mux4_2      1565
o21ai_0      124
buf_2        170
mux4_1        61
buf_8         23
power groups by stage:
stage	Clock, mW	Sequential, mW	Combinational [mW]
finish	5.48	7.09	0.672
CTS	5.55	7.09	0.673
global route	5.79	7.09	0.709
routing by layer:
metal / GRT usage (%) / vias up
met2: 26.3 / 9618
li1: - / 65100
met3: 15.7 / 1831
met5: 1.61 / -
met1: 18.5 / 80000
met4: 7.15 / 159
worst max path at each step:
| stage | startpoint | end | slack (ns) | cells after the start |
|---|---|---|---|---|
| 6_report | io_rdAddr[0] | io_rdData[2] | 23.17 | 17 |
| 5_1_grt | io_rdAddr[0] | io_rdData[0] | 22.49 | 15 |
| 4_1_cts | io_rdAddr[0] | io_rdData[6] | 23.08 | 15 |
Power and IR drop assume default switching activity.
